==> flow/design.v <==
`timescale 1ns/10ps
module ELA(clk, rst, in_data, data_rd, req, wen, addr, data_wr, done);
	input					clk;
	input					rst;
	input			[7:0]	in_data;
	input			[7:0]	data_rd;
	output	reg				req;
	output	reg				wen;
	output	reg		[9:0]	addr;
	output	reg		[7:0]	data_wr;
	output	reg				done;
reg					[7:0]	S_buffer	[31:0];
reg					[7:0]	L_buffer	[2:0];
reg					[8:0]	result;
reg					[1:0]	control;
reg					[5:0]	timer_s;
wire				[8:0]	d11;
wire				[8:0]	d22;
wire				[8:0]	d33;
wire				[7:0]	d1;
wire				[7:0]	d2;
wire				[7:0]	d3;
assign 				d11 = (L_buffer[2] - S_buffer[0]);
assign				d22 = (L_buffer[1] - S_buffer[1]);
assign				d33 = (L_buffer[0] - S_buffer[2]);
assign 				d1 = d11[8] ? -d11[7:0] : d11[7:0];
assign				d2 = d22[8] ? -d22[7:0] : d22[7:0];
assign				d3 = d33[8] ? -d33[7:0] : d33[7:0];
reg					[1:0]	min;
reg         		[1:0]	state;
reg         		[1:0]	next_state;
parameter   		Rowf      	= 2'd0;
parameter   		comp      	= 2'd1;
parameter   		read       	= 2'd2;
parameter   		fish       	= 2'd3;
always @(posedge clk or posedge rst)
begin
	if (rst)
	begin
		timer_s <= 6'd0;
	end
	else if ((control == 2'd0 && timer_s == 6'd34) || (control == 2'd1 && timer_s == 6'd35) ||(control == 2'd2 && timer_s == 6'd32))
	begin
		timer_s <= 6'd0;
	end
	else
	begin
		timer_s <= timer_s + 6'd1;
	end
end
always @(posedge clk or posedge rst)
begin
	if (rst)
	begin
		req <= 1'd0;
	end
	else if (timer_s == 6'd0 && !(control == 2'd2))
	begin
		req <= 1'd1;
	end
	else
	begin
		req <= 1'd0;
	end
end
always @(posedge clk or posedge rst)
begin
	if (rst)
	begin
		S_buffer[0] <= 8'd0;
		S_buffer[1] <= 8'd0;
		S_buffer[2] <= 8'd0;
		S_buffer[3] <= 8'd0;
		S_buffer[4] <= 8'd0;
		S_buffer[5] <= 8'd0;
		S_buffer[6] <= 8'd0;
		S_buffer[7] <= 8'd0;
		S_buffer[8] <= 8'd0;
		S_buffer[9] <= 8'd0;
		S_buffer[10] <= 8'd0;
		S_buffer[11] <= 8'd0;
		S_buffer[12] <= 8'd0;
		S_buffer[13] <= 8'd0;
		S_buffer[14] <= 8'd0;
		S_buffer[15] <= 8'd0;
		S_buffer[16] <= 8'd0;
		S_buffer[17] <= 8'd0;
		S_buffer[18] <= 8'd0;
		S_buffer[19] <= 8'd0;
		S_buffer[20] <= 8'd0;
		S_buffer[21] <= 8'd0;
		S_buffer[22] <= 8'd0;
		S_buffer[23] <= 8'd0;
		S_buffer[24] <= 8'd0;
		S_buffer[25] <= 8'd0;
		S_buffer[26] <= 8'd0;
		S_buffer[27] <= 8'd0;
		S_buffer[28] <= 8'd0;
		S_buffer[29] <= 8'd0;
		S_buffer[30] <= 8'd0;
		S_buffer[31] <= 8'd0;
	end
	else if ((control == 2'd0 && timer_s >= 6'd33) || (control == 2'd1 && timer_s == 6'd0) || (control == 2'd2 && timer_s == 6'd32))
	begin
		S_buffer[0] <= S_buffer[0];
		S_buffer[1] <= S_buffer[1];
		S_buffer[2] <= S_buffer[2];
		S_buffer[3] <= S_buffer[3];
		S_buffer[4] <= S_buffer[4];
		S_buffer[5] <= S_buffer[5];
		S_buffer[6] <= S_buffer[6];
		S_buffer[7] <= S_buffer[7];
		S_buffer[8] <= S_buffer[8];
		S_buffer[9] <= S_buffer[9];
		S_buffer[10] <= S_buffer[10];
		S_buffer[11] <= S_buffer[11];
		S_buffer[12] <= S_buffer[12];
		S_buffer[13] <= S_buffer[13];
		S_buffer[14] <= S_buffer[14];
		S_buffer[15] <= S_buffer[15];
		S_buffer[16] <= S_buffer[16];
		S_buffer[17] <= S_buffer[17];
		S_buffer[18] <= S_buffer[18];
		S_buffer[19] <= S_buffer[19];
		S_buffer[20] <= S_buffer[20];
		S_buffer[21] <= S_buffer[21];
		S_buffer[22] <= S_buffer[22];
		S_buffer[23] <= S_buffer[23];
		S_buffer[24] <= S_buffer[24];
		S_buffer[25] <= S_buffer[25];
		S_buffer[26] <= S_buffer[26];
		S_buffer[27] <= S_buffer[27];
		S_buffer[28] <= S_buffer[28];
		S_buffer[29] <= S_buffer[29];
		S_buffer[30] <= S_buffer[30];
		S_buffer[31] <= S_buffer[31];
	end
	else if (control == 2'd2)
	begin
		S_buffer[0] <= S_buffer[31];
		S_buffer[1] <= S_buffer[0];
		S_buffer[2] <= S_buffer[1];
		S_buffer[3] <= S_buffer[2];
		S_buffer[4] <= S_buffer[3];
		S_buffer[5] <= S_buffer[4];
		S_buffer[6] <= S_buffer[5];
		S_buffer[7] <= S_buffer[6];
		S_buffer[8] <= S_buffer[7];
		S_buffer[9] <= S_buffer[8];
		S_buffer[10] <= S_buffer[9];
		S_buffer[11] <= S_buffer[10];
		S_buffer[12] <= S_buffer[11];
		S_buffer[13] <= S_buffer[12];
		S_buffer[14] <= S_buffer[13];
		S_buffer[15] <= S_buffer[14];
		S_buffer[16] <= S_buffer[15];
		S_buffer[17] <= S_buffer[16];
		S_buffer[18] <= S_buffer[17];
		S_buffer[19] <= S_buffer[18];
		S_buffer[20] <= S_buffer[19];
		S_buffer[21] <= S_buffer[20];
		S_buffer[22] <= S_buffer[21];
		S_buffer[23] <= S_buffer[22];
		S_buffer[24] <= S_buffer[23];
		S_buffer[25] <= S_buffer[24];
		S_buffer[26] <= S_buffer[25];
		S_buffer[27] <= S_buffer[26];
		S_buffer[28] <= S_buffer[27];
		S_buffer[29] <= S_buffer[28];
		S_buffer[30] <= S_buffer[29];
		S_buffer[31] <= S_buffer[30];
	end
	else if (timer_s <= 6'd32)
	begin
		S_buffer[0] <= in_data;
		S_buffer[1] <= S_buffer[0];
		S_buffer[2] <= S_buffer[1];
		S_buffer[3] <= S_buffer[2];
		S_buffer[4] <= S_buffer[3];
		S_buffer[5] <= S_buffer[4];
		S_buffer[6] <= S_buffer[5];
		S_buffer[7] <= S_buffer[6];
		S_buffer[8] <= S_buffer[7];
		S_buffer[9] <= S_buffer[8];
		S_buffer[10] <= S_buffer[9];
		S_buffer[11] <= S_buffer[10];
		S_buffer[12] <= S_buffer[11];
		S_buffer[13] <= S_buffer[12];
		S_buffer[14] <= S_buffer[13];
		S_buffer[15] <= S_buffer[14];
		S_buffer[16] <= S_buffer[15];
		S_buffer[17] <= S_buffer[16];
		S_buffer[18] <= S_buffer[17];
		S_buffer[19] <= S_buffer[18];
		S_buffer[20] <= S_buffer[19];
		S_buffer[21] <= S_buffer[20];
		S_buffer[22] <= S_buffer[21];
		S_buffer[23] <= S_buffer[22];
		S_buffer[24] <= S_buffer[23];
		S_buffer[25] <= S_buffer[24];
		S_buffer[26] <= S_buffer[25];
		S_buffer[27] <= S_buffer[26];
		S_buffer[28] <= S_buffer[27];
		S_buffer[29] <= S_buffer[28];
		S_buffer[30] <= S_buffer[29];
		S_buffer[31] <= S_buffer[30];
	end
end
always @(posedge clk or posedge rst) 
begin
	if (rst) 
	begin
		L_buffer[0] <= 8'd0;
		L_buffer[2] <= 8'd0;
		L_buffer[1] <= 8'd0;
	end
	else if ((control == 2'd0 && timer_s >= 6'd33) || (control == 2'd1 && timer_s == 6'd0) || (control == 2'd2 && timer_s == 6'd32))
	begin
		L_buffer[0] <= L_buffer[0];
		L_buffer[2] <= L_buffer[2];
		L_buffer[1] <= L_buffer[1];
	end
	else if (control == 2'd2)
	begin
		L_buffer[0] <= L_buffer[2];
		L_buffer[2] <= L_buffer[1];
		L_buffer[1] <= L_buffer[0];
	end
	else if (timer_s <= 6'd32)
	begin
		L_buffer[0] <= S_buffer[31];
		L_buffer[2] <= L_buffer[1];
		L_buffer[1] <= L_buffer[0];
	end
end
always @(*)
begin
	if (rst)
	begin
		min = 2'd0;
	end
	else
	begin
		if (timer_s == 6'd3)
		begin
			min = 2'd2;
		end
		else if(d1 <= d3)
		begin
			if(d2 <= d1)
			begin
				min = 2'd2;
			end
			else 
			begin
				min = 2'd1;
			end
		end
		else 
		begin
			if(d2 <= d3)
			begin
				min = 2'd2;
			end
			else 
			begin
				min = 2'd3;
			end
		end
	end
end
always @(posedge clk or posedge rst)
begin
	if (rst) 
	begin
		result <= 9'd2;
	end
	else if (control == 2'd1)
	begin
		if (timer_s == 6'd34)
		begin
			result <= ((S_buffer[0] + L_buffer[0]) >> 1);
		end
		else
		begin
			case(min)
			2'd0: result <= 9'd0;
			2'd1: result <= ((S_buffer[0] + L_buffer[2]) >> 1);
			2'd2: result <= ((S_buffer[1] + L_buffer[1]) >> 1);
			2'd3: result <= ((S_buffer[2] + L_buffer[0]) >> 1);
			endcase
		end
	end
end
always @(posedge clk or posedge rst)
 begin
	if (rst) 
	begin
		wen <= 1'd0;
	end
	else if (control == 2'd3)
	begin
		wen <= 1'd0;
	end
	else
	begin
		wen <= 1'd1;
	end
end
always @(posedge clk or posedge rst) 
begin
	if (rst) 
	begin
		addr <= 10'd0;
	end
	else if((control == 2'd0 && timer_s <= 6'd2) || (control == 2'd1 && timer_s <= 6'd4))
	begin
		addr <= addr;
	end
	else 
	begin
		addr <= addr + 10'd1;	
	end
end
always @(posedge clk or posedge rst) 
begin
	if (rst) 
	begin
		data_wr <= 8'd0;
	end
	else if (control == 2'd0)
	begin
		data_wr <= S_buffer[0];
	end
	else if (control == 2'd1)
	begin
		data_wr <= result;
	end
	else
	begin
		data_wr <= S_buffer[31];
	end
end
always @(posedge clk or posedge rst) 
begin
	if (rst) 
	begin
		done <= 1'd0;
	end
	else if (control == 2'd3) 
	begin
		done <= 1'd1;
	end
end
always @(posedge clk or posedge rst)
begin
    if (rst)	state <= Rowf;
    else 		state <= next_state;
end
always @(*) 
begin
    case(state)
    	Rowf :
    	begin
    		if(timer_s == 6'd34) next_state = comp;
    		else                 next_state = Rowf;
    	end
    	comp :
    	begin
    		if(timer_s == 6'd35) next_state = read;
    		else                 next_state = comp;
    	end
    	read :
    	begin
    		if(addr == 10'd990)      next_state = fish;
    		else if(timer_s == 6'd32)next_state = comp;
    		else                     next_state = read;
    	end
    	fish : next_state = fish;
    endcase
end
always @(*) 
begin
    case(state)
    	Rowf : control = 2'd0;
    	comp : control = 2'd1;
    	read : control = 2'd2;
    	fish : control = 2'd3;
    endcase
end
endmodule
==> flow/run.sh <==
#!/bin/bash
# OpenROAD 26Q1-2900-gdf79404cd8, Yosys 0.63+post, stock flow scripts
make -C /OpenROAD-flow-scripts/flow DESIGN_CONFIG=/design/flow/config.mk WORK_HOME=/design/flow/orfs finish
==> flow/config.mk <==
export PLATFORM = sky130hd
export DESIGN_NAME = ELA
export DESIGN_NICKNAME = ELA
export VERILOG_FILES = /design/flow/design.v
export SDC_FILE = /design/flow/constraint.sdc
export NUM_CORES = 4
export LEC_CHECK = 1
export CORE_UTILIZATION = 40
==> flow/constraint.sdc <==
current_design ELA

set clk_period 46.3
set clk_io_pct 0.2

create_clock -name clk0 -period $clk_period [get_ports {clk}]

set non_clock_inputs [all_inputs -no_clocks]
set_input_delay [expr $clk_period * $clk_io_pct] -clock clk0 $non_clock_inputs
set_output_delay [expr $clk_period * $clk_io_pct] -clock clk0 [all_outputs]
==> flow_metrics.py <==
# Auto-generated metrics
metrics = {
    "timing": {
        "maxSlewViolCount": 0,
        "period_needed_ns": 11.43,
        "fmax_mhz": 87.5,
        "hold_violations": 0,
        "finClkSkew_ns": 0.0165,
        "tightest_slew_ns": 0.768,
        "setup_tns_ns": 0,
        "grt_setup_unrepaired": "false",
        "period_used_share": 0.247,
        "whs_ns": 0.474,
        "setup_violations": 0,
        "maxSlewHeadroom": 0.488,
    },
    "placement": {
        "detailed_place_hpwl_mm": 19.7,
        "gp_congestion": 0.897,
        "io_buffers": 30,
    },
    "power_and_ir_drop": {
        "power_density_mw_per_mm2": 39.7,
        "p_leak_nw": 7.39,
        "irDropWorstVdd_mv": 0.0265,
    },
    "route": {
        "first_pass_iters": 4,
        "drtIter0Drc": 398,
        "ant_nets": 0,
        "diodes": 0,
        "vias_per_cell": 5.01,
        "via_count": 9349,
        "wl_mm": 28.5,
        "drc_errors": 0,
        "wl_per_cell_um": 15.2,
    },
    "synthesis": {
        "topCellsByArea": "dfrtp_1 50%, mux2_2 17%, ha_1 6.8%",
        "synth_top_flop_cell": "dfrtp_1",
        "yosysTopAreaCellShare": 0.504,
        "ys_async_sr_fraction": 1.00,
        "synth_flops": 319,
        "ys_sh_simple": 0.0687,
        "ys_sh_mux": 0.187,
        "ys_seq_frac": 0.507,
        "common_cells": "317 x dfrtp_1, 239 x mux2_2, 86 x ha_1",
        "edf_count": 0,
        "ys_top_logic_family": "multiplexers",
        "xor_area_frac": 0.0439,
        "yosys.cell_count.top_type": "dfrtp_1",
        "synthAdderAreaFrac": 0.0780,
        "synthDistinctLibCells": 70,
        "netlist_area_mm2": 0.0157,
        "aoi_share": 0.0864,
        "yosys_warnings": 3,
        "syn_inst": 1302,
        "avgSynthCellArea_um2": 12.1,
        "largest_area_cell": "dfrtp_1",
        "yosysChipArea_mm2": 0.0157,
        "ys_cells": 1302,
    },
    "global_route": {
        "track_usage": 0.154,
        "overflow": 0,
        "grt_max_degree": 144,
        "antenna_found_initial": 0,
        "grt_pass1_wl_mm": 48.6,
        "grt_pass1_vias": 9381,
    },
    "cts": {
        "cts.path.max_buffers": 3,
        "cts.sinks": 319,
        "cts-root-buf": "clkbuf_16",
        "clk_pin_slew_ns": 0.06,
        "clk_latency_ns": 0.53,
        "post_cts_buffers": 0,
        "cts_buffers": 36,
        "cts-hold-fix-buffers": 0,
        "tritoncts": "done",
        "h-tree-depth": 2,
        "cts_resized": 0,
    },
    "critical_path": {
        "rr_endpoint": "result[4]",
        "worstPathRequired_ns": 46.88,
        "startpoint_type": "input port",
        "rr_startpoint": "L_buffer[0][0]",
        "r2r_slack_ns": 41.49,
        "crit_path_start": "rst",
        "cp.arrival_ns": 12.01,
        "path_class": "input port to asynchronous set/reset pin",
        "critical_path.max_fanout": 103,
        "rr_worst_depth": 19,
        "endpoint_kind": "asynchronous set/reset pin",
        "crit_end": "S_buffer[24][4]",
    },
    "floorplan": {
        "core_mm2": 0.0387,
        "chipArea_mm2": 0.0401,
        "fp_util": 0.406,
        "num_rows": 72,
        "die_h_um": 200,
        "die_w_um": 200,
        "ios": 39,
    },
    "run": {
        "warnings": 67,
        "maxCapViolations": 0,
    },
    "layout": {
        "nFillCells": 3454,
        "area_growth_pct": 13.1,
        "drive_gt1_frac": 0.253,
    },
    "run_status": {
        "status": "finished, final reports clean",
    },
    "worst_hold_path": {
        "min_path_type": "flop to flop",
    },
}
## area by class of cell
cell class / instances / area (µm²) / area share
well taps: 518 / 648 / 0.0364
flip-flops and latches: 319 / 7990 / 0.449
clock inverters: 9 / 185 / 0.0104
inverters: 62 / 240 / 0.0135
multi-input cells: 867 / 7320 / 0.411
clock buffers: 53 / 1030 / 0.0577
repair buffers: 39 / 393 / 0.0221
## state kept, by name, indices dropped and copies added, names as in the netlist
signal / flops
wen: 1
state: 4
done: 1
data_wr: 8
S_buffer: 256
req: 1
addr: 10
timer_s: 6
L_buffer: 24
result: 8
## per-layer routing
metal	global-route usage	part of all wire
met5	0	0
met4	0.0270	0.017
met3	0.0296	0.048
met2	0.225	0.44
met1	0.250	0.49
## stage by stage
| step | power, mW | instance area [µm²] | utilization | cells | setup slack, ns |
|---|---|---|---|---|---|
| final | 0.706 | 17800 | 0.459 | 1867 | 34.87 |
| after CTS | 0.718 | 17800 | 0.459 | 1867 | 34.71 |
| after global routing | 0.745 | 17800 | 0.459 | 1867 | 34.44 |
| after floorplan | 0.396 | 15700 | - | 1302 | 27.48 |
| after global placement | 0.422 | 16600 | 0.428 | 1805 | 34.17 |
| after detailed placement | 0.425 | 16600 | 0.428 | 1805 | 34.14 |
## cell families after synthesis
family,after synthesis
adder cells (fa/ha/maj),94
AND/OR/NAND/NOR,236
buffers and inverters,116
XOR/XNOR,72
multiplexers,264
AND-OR/OR-AND,201
flip-flops,319
## worst max-delay path, cell delays in order
cell	delay (ns)
clkdlybuf4s50_1	0.66
inv_8	0.63
buf_4	0.70
buf_4	0.69
## how the worst min path moves through the flow
stage	endpoint	slack, ns	start	depth (start not counted)
CTS	done	0.48	done	1
global route	done	0.49	done	1
finish	done	0.47	done	1
## layout by cell type, fill, tap and decap left out, types with 6 or more instances in the layout
| master | Yosys | final |
|---|---|---|
| a21oi_1 | 47 | 47 |
| fa_1 | 7 | 7 |
| clkbuf_16 | 0 | 37 |
| nand2_1 | 71 | 71 |
| nand4_1 | 7 | 7 |
| xor2_1 | 21 | 21 |
| nand3_1 | 25 | 25 |
| ha_1 | 86 | 86 |
| nor3_1 | 14 | 13 |
| clkdlybuf4s50_1 | 0 | 30 |
| clkbuf_1 | 46 | 12 |
| mux2_2 | 239 | 239 |
| mux2i_1 | 25 | 25 |
| a31oi_1 | 7 | 7 |
| buf_4 | 1 | 7 |
| o21ai_0 | 68 | 68 |
| a21oi_2 | 6 | 6 |
| nor2_1 | 78 | 78 |
| inv_1 | 61 | 61 |
| xnor2_1 | 46 | 46 |
| o21a_1 | 8 | 8 |
| o21bai_1 | 15 | 15 |
| dfrtp_1 | 317 | 317 |
| nand2b_1 | 11 | 11 |
| nor2b_1 | 8 | 8 |
| a21o_1 | 6 | 6 |
## power by group
part           leakage (nW)  switching (mW)  internal [mW]
combinational          3.07          0.0682         0.0507
clock                 0.586           0.110          0.177
sequential             3.74         0.00850          0.292
Power and IR drop assume default switching activity.
